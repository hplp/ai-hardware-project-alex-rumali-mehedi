==> flow/design.v <==
`timescale 1ns / 1ps
module classifier_svm(clk,f1,f2,f3,f4,class_out);
input [15:0] f1;
input [14:0] f2;
input [9:0] f3;
input [12:0] f4;
input clk;
wire signed[23:0]result;
wire signed[26:0] P1;
wire signed[25:0] P2;
wire signed[20:0] P3;
wire signed[23:0] P4;
output class_out;
wire signed[26:0]s1;
wire signed[26:0]s2;
wire signed[26:0]s3;
wire signed[23:0]s4;
parameter signed W1=-10'd37;
parameter signed W2=-10'd1;
parameter signed W3=-10'd233;
parameter signed W4=-10'd423;
parameter signed B=22'd131072; 
multi #(16,9,26) m1 ({0,f1},W1,P1);
multi #(15,9,25) m2 ({0,f2},W2,P2);
multi #(10,9,20) m3({0,f3},W3,P3);
multi #(13,9,23) m4({0,f4},W4,P4);
adder #(26,25,26) ad1 (P1,P2,s1);
adder #(26,20,26) ad2 (s1,P3,s2);
adder #(26,23,26) ad3 (s2,P4,s3);
reg signed [23:0] s3_reg;
always @ (posedge clk) s3_reg <= s3;
adder #(23,21,23) ad4(s3_reg,B,s4);
assign result=s4;
comparator c1(result,class_out);
reg class_reg;
always @ (posedge clk) class_reg <= class_out;
endmodule
module comparator(x,class);
input signed [23:0]x;
output reg class=0;
wire  a1;
assign a1=x[23];
always @(a1) begin
if(a1==0) begin
class<=1;
end
else begin
class<=0;
end
end
endmodule
module multi #(parameter in1=17,parameter in2=17, parameter ot=34)(a, b, p);
  input signed [in1:0] a;
  input signed [in2:0] b;
  output signed [ot:0] p;
  assign p=a*b; 
endmodule
module adder #(parameter in1=17,parameter in2=17, parameter ot=17)(x,y,sum);
input signed[in1:0] x;
input signed[in2:0] y;
output signed[ot:0] sum;
assign sum=x+y;
endmodule
==> flow/run.sh <==
#!/bin/bash
# OpenROAD 26Q1-2900-gdf79404cd8, Yosys 0.63+post, stock flow scripts
make -C /OpenROAD-flow-scripts/flow DESIGN_CONFIG=/design/flow/config.mk WORK_HOME=/design/flow/orfs finish
==> flow/config.mk <==
export PLATFORM = sky130hd
export DESIGN_NAME = classifier_svm
export DESIGN_NICKNAME = classifier_svm
export VERILOG_FILES = /design/flow/design.v
export SDC_FILE = /design/flow/constraint.sdc
export NUM_CORES = 4
export LEC_CHECK = 1
export CORE_UTILIZATION = 40
==> flow/constraint.sdc <==
current_design classifier_svm

set clk_period 7.6
set clk_io_pct 0.2

create_clock -name clk0 -period $clk_period [get_ports {clk}]

set non_clock_inputs [all_inputs -no_clocks]
set_input_delay [expr $clk_period * $clk_io_pct] -clock clk0 $non_clock_inputs
set_output_delay [expr $clk_period * $clk_io_pct] -clock clk0 [all_outputs]
==> results.cfg <==
; generated from flow reports
[run_status]
status = finished, final reports clean

[drt]
routed_via_density = 4.34
ant_nets = 0
drtIter0Drc = 116
dr.pass1.iters = 4
vias = 4895
num_antenna_cells = 0
totalWireLength_mm = 15.3
drt_drc_violations_left = 0
wl_per_cell_um = 13.6

[cts]
postCtsHoldBufs = 0
ctsRootBufferMaster = clkbuf_16
h-tree-depth = 1
cts.path.max_buffers = 2
numCtsBuffers = 3
cts_tree = built
clkSinkCount = 7
cts_resized = 0
clkSlewWorstSetupHoldPaths_ns = 0.04
cts_setup_buffers = 0

[place]
port_buffers = 55
gp_congestion = 0.931
place.detailed.hpwl_mm = 14.8

[grt]
overflow = 0
grtUsageTotal_pct = 18.5
grt_max_degree = 7
grt_pass1_wl_mm = 26.5
grt_pass1_vias = 5599
antenna_found_initial = 0

[synthesis]
synth_chip_area_um2 = 7790
fa_ha_area_share_pct = 74.1
logic_family = adder cells
synthDistinctLibCells = 33
synth-simple-area-share_pct = 2.09
synth-xor-area-share_pct = 1.01
ys.flops = 7
ys_cells = 807
synth_area_um2 = 7790
ys_seq_share_pct = 1.80
syn-instance-count = 807
yosysWarnings = 6
aoi_share_pct = 3.33
ys_sh_mux_pct = 0
synth_area_per_cell_um2 = 9.65

[sta]
worst_pin_slew_ns = 0.496
fin_crit_ns = 7.07
finalClockPeriodUsage_pct = 93.0
rsz0062_at_grt = false
hold_viol_final = 0
maxSlewViolCount = 0
setup_tns_ns = 0
max_freq_ghz = 0.141
relSlewSlack_pct = 66.9
setup-violations-final = 0

[layout]
fillers = 1855
final-comb-area_um2 = 6270
register_area_um2 = 140
area_growth_pct = 12.5
most-common-layout-cells = inv_1, ha_1, fa_1
post-route-util_pct = 46.4
layout_top_cell = inv_1
drive_gt1_share_pct = 1.27
largest_reg_flops = 7

[die]
fp_util_pct = 41.2
coreArea_um2 = 18900
chipArea_um2 = 20000
dieHeight_um = 142
ioPinCount = 56
die-width_um = 142
fp-row-count = 50

[job]
warnings = 36
drv_cap = 0

[worst_setup_path]
crit_required_ns = 7.76
worstSetupPathType = input pin to flip-flop
start_kind = input pin
crit_path_end_kind = flip-flop
arrival_ns = 7.22
crit_chain = clkdlybuf4s50_1, fa_1, inv_1, fa_1, fa_1, inv_1, fa_1, fa_1, fa_1, inv_1, fa_1, inv_1, ha_1, a21oi_1, o21ai_0, a22oi_1, nand3_2, a21oi_2, xnor2_1
worst-path-stages = 19
slowest_stage = fa_1
crit_top_cell = fa_1
cp_slowest_stage_delay_ns = 0.60
critPathBufInv = 5
critPathTopFamily = adder cells
path_max_fanout = 6

[hold_path]
hold_depth = 4
worstHoldPathType = input pin to flip-flop
## final timing paths
path	from	endpoint	slack, ns
worst max-delay path	f3[8]	s3_reg[20]	0.53
worst min-delay path	f4[12]	s3_reg[23]	2.48
## logic make-up after synthesis
family                   count (synthesis)
AND-OR/OR-AND                           37
adder cells (fa/ha/maj)                357
XOR/XNOR                                 9
AND/OR/NAND/NOR                         31
buffers and inverters                  366
flip-flops                               7
## final cells by class
| class | count | area share, % |
|---|---|---|
| multi-input combinational | 434 | 71.6 |
| inverter | 366 | 15.7 |
| timing repair buffer | 58 | 6.54 |
| tap | 260 | 3.71 |
| sequential | 7 | 1.60 |
| clock buffer | 4 | 0.899 |
## stage by stage
stage / setup slack (ns) / cell area [um2] / hold WS (ns) / instances
after floorplan: 1.27 / 7790 / 1.87 / 807
after global placement: 0.348 / 8690 / 2.31 / 1125
after detailed placement: 0.306 / 8690 / 2.30 / 1125
after CTS: 0.511 / 8760 / 2.51 / 1129
after global routing: 0.217 / 8760 / 2.53 / 1129
final: 0.532 / 8760 / 2.48 / 1129
## cell usage after synthesis
| master | number | area [um2] |
|---|---|---|
| o21bai_1 | 1 | 7.51 |
| xor2_1 | 1 | 8.76 |
| and4b_1 | 1 | 10.0 |
| nand2b_1 | 2 | 12.5 |
| a21oi_1 | 9 | 45.0 |
| o21ai_0 | 6 | 30.0 |
| nor2_1 | 7 | 26.3 |
| nor2b_1 | 1 | 6.26 |
| or2_0 | 1 | 6.26 |
| a22o_1 | 1 | 8.76 |
| fa_1 | 174 | 3480 |
| a32oi_2 | 1 | 16.3 |
| a21oi_2 | 1 | 8.76 |
| a22oi_1 | 1 | 7.51 |
| a221oi_2 | 2 | 30.0 |
| inv_1 | 366 | 1370 |
| dfxtp_1 | 7 | 140 |
| o211ai_1 | 1 | 7.51 |
| o21a_1 | 1 | 7.51 |
| and3_1 | 1 | 6.26 |
| nand2_1 | 7 | 26.3 |
| nand4_1 | 6 | 37.5 |
| nand3_1 | 2 | 10.0 |
| xnor2_1 | 8 | 70.1 |
| nand3_2 | 1 | 10.0 |
| a211oi_1 | 2 | 15.0 |
| a31oi_1 | 3 | 18.8 |
| a21o_1 | 5 | 37.5 |
| ha_1 | 183 | 2290 |
| nor3_1 | 1 | 5.00 |
| o21ai_1 | 2 | 10.0 |
| or3_1 | 1 | 6.26 |
| o221ai_1 | 1 | 8.76 |
## worst min-delay path, cell delays in order
cell             delay (ns)
clkdlybuf4s50_1        0.66
ha_1                   0.24
xnor2_1                0.11
xnor2_1                0.13
## per-layer routing
layer | GRT usage, % | part of all wire [%]
met5 | 0 | 0
met4 | 1.25 | 0.78
met3 | 3.33 | 5.1
met2 | 32.2 | 51
met1 | 26.1 | 43
